`flow/run.sh`:
```
#!/bin/bash
# OpenROAD 26Q1-2900-gdf79404cd8, Yosys 0.63+post, stock flow scripts
make -C /OpenROAD-flow-scripts/flow DESIGN_CONFIG=/design/flow/config.mk WORK_HOME=/design/flow/orfs finish
```
`flow/config.mk`:
```
export PLATFORM = sky130hd
export DESIGN_NAME = alu
export DESIGN_NICKNAME = alu
export VERILOG_FILES = /design/flow/design.v
export SDC_FILE = /design/flow/constraint.sdc
export NUM_CORES = 4
export LEC_CHECK = 1
export CORE_UTILIZATION = 40
export SYNTH_HDL_FRONTEND = slang
```
`flow/constraint.sdc`:
```
current_design alu

set clk_period 6.9
set clk_io_pct 0.2

create_clock -name clk0 -period $clk_period [get_ports {phi}]

set non_clock_inputs [all_inputs -no_clocks]
set_input_delay [expr $clk_period * $clk_io_pct] -clock clk0 $non_clock_inputs
set_output_delay [expr $clk_period * $clk_io_pct] -clock clk0 [all_outputs]
```
`flow/design.v`:
```
// synopsys translate_off
`timescale 1ns / 1ns
// synopsys translate_on
package gate_boy_pkg;
    function integer clog2;
        input [31:0] value;
        integer i;
        begin
            clog2 = 32;
            for(i=31; i>0; i--) begin
                if (2**i >= value) begin
                    clog2 = i;
                end
            end
        end
    endfunction
    function integer cdiv;
        input [31:0] x;
        input [31:0] y;
        begin
            cdiv = (x + y - 1) / y;
        end
    endfunction
    localparam DATA_WIDTH = 8;
    localparam HALF_DATA_WIDTH = cdiv(DATA_WIDTH, 2);
    localparam OPCODE_WIDTH = 8;
    localparam ADDRESS_WIDTH = 16;
    localparam NUM_INSTRUCTIONS = 46;
    localparam INSTRUCTION_T_WIDTH = clog2(NUM_INSTRUCTIONS);
    localparam FLAG_WIDTH = 8;
    typedef enum logic [2:0] { 
        Z = 3'd7,
        N = 3'd6,
        H = 3'd5,
        C = 3'd4
    } flag_t;
    localparam NUM_ALU_OPS = 19;
    localparam ALU_OPS_T_WIDTH = clog2(NUM_ALU_OPS);
    typedef enum logic[ALU_OPS_T_WIDTH-1:0] { 
        ADD,
        INC,
        DEC,
        ADC,
        SUB,
        SBC,
        CP,
        AND,
        OR,
        XOR,
        RL,
        RLC,
        RR,
        RRC,      
        SL,
        SR,
        SRL
    } alu_ops_t;
    localparam NUM_IDU_OPS = 2;
    localparam IDU_OPS_T_WIDTH = clog2(NUM_IDU_OPS);
    typedef enum logic[IDU_OPS_T_WIDTH-1:0] { 
        INC16,
        DEC16
    } idu_ops_t;
endpackage
module alu (
    clk,     
    phi,     
    operand_A,
    operand_B,
    opcode,
    flags,
    result
);
    import gate_boy_pkg::*;
    input logic clk;
    input logic phi;  
    input logic [DATA_WIDTH-1:0] operand_A;
    input logic [DATA_WIDTH-1:0] operand_B;
    input alu_ops_t opcode;
    output logic [FLAG_WIDTH-1:0] flags;
    output logic [DATA_WIDTH-1:0] result;
    logic [DATA_WIDTH-1:0] next_result;
    logic [FLAG_WIDTH-1:0] next_flags;
    logic [HALF_DATA_WIDTH:0] tmp;
    always_comb begin
        next_result = result;
        next_flags = {flags[HALF_DATA_WIDTH-1:0], 4'b0000};
        case (opcode)
            ADD: begin
                {next_flags[C], next_result} = operand_A + operand_B;  
                next_flags[Z] = !next_result;
                next_flags[N] = 1'b0;
                tmp = operand_A[HALF_DATA_WIDTH-1:0] + operand_B[HALF_DATA_WIDTH-1:0];
                next_flags[H] = tmp[HALF_DATA_WIDTH];
            end
            ADC: begin
                {next_flags[C], next_result} = operand_A + operand_B + flags[C];  
                next_flags[Z] = !next_result;
                next_flags[N] = 1'b0;
                tmp = operand_A[HALF_DATA_WIDTH-1:0] + operand_B[HALF_DATA_WIDTH-1:0] + flags[C];
                next_flags[H] = tmp[HALF_DATA_WIDTH];
            end
            SUB: begin
                {next_flags[C], next_result} = operand_A - operand_B;  
                next_flags[Z] = !next_result;
                next_flags[N] = 1'b1;
                tmp = operand_A[HALF_DATA_WIDTH-1:0] - operand_B[HALF_DATA_WIDTH-1:0];
                next_flags[H] = tmp[HALF_DATA_WIDTH];                
            end
            SBC: begin
                {next_flags[C], next_result} = operand_A - operand_B - flags[C];  
                next_flags[Z] = !next_result;
                next_flags[N] = 1'b1;
                tmp = operand_A[HALF_DATA_WIDTH-1:0] - operand_B[HALF_DATA_WIDTH-1:0] - flags[C];;
                next_flags[H] = tmp[HALF_DATA_WIDTH];                
            end
            AND: begin
                next_result = operand_A & operand_B;  
                next_flags[Z] = !next_result;
                next_flags[N] = 1'b0;
                next_flags[H] = 1'b1;
                next_flags[C] = 1'b0;
            end
            OR: begin
                next_result = operand_A | operand_B;  
                next_flags[Z] = !next_result;
                next_flags[N] = 1'b0;
                next_flags[H] = 1'b0;
                next_flags[C] = 1'b0;
            end
            XOR: begin
                next_result = operand_A ^ operand_B;  
                next_flags[Z] = !next_result;
                next_flags[N] = 1'b0;
                next_flags[H] = 1'b0;
                next_flags[C] = 1'b0;
            end
            RLC: begin
                {next_flags[C], next_result} = {operand_A, operand_A[DATA_WIDTH-1]};
                next_flags[Z] = !next_result;
                next_flags[N] = 1'b0;
                next_flags[H] = 1'b0;
            end
            RL: begin
                {next_flags[C], next_result} = {operand_A, next_flags[C]};
                next_flags[Z] = !next_result;
                next_flags[N] = 1'b0;
                next_flags[H] = 1'b0;
            end
            RRC: begin
                {next_result, next_flags[C]} = {operand_A[0], operand_A};
                next_flags[Z] = !next_result;
                next_flags[N] = 1'b0;
                next_flags[H] = 1'b0;
            end
            RR: begin
                {next_result, next_flags[C]} = {next_flags[C], operand_A};
                next_flags[Z] = !next_result;
                next_flags[N] = 1'b0;
                next_flags[H] = 1'b0;
            end
            SL: begin
                {next_flags[C], next_result} = operand_A << 1;
                next_flags[Z] = !next_result;
                next_flags[N] = 1'b0;
                next_flags[H] = 1'b0;
            end
            SR: begin
                {next_result, next_flags[C]} = signed'(operand_A) >>> 1;
                next_flags[Z] = !next_result;
                next_flags[N] = 1'b0;
                next_flags[H] = 1'b0;
            end
            SRL: begin
                {next_result, next_flags[C]} = operand_A >> 1;
                next_flags[Z] = !next_result;
                next_flags[N] = 1'b0;
                next_flags[H] = 1'b0;
            end
        endcase        
    end
    always_ff @(posedge phi) begin
        result <= next_result[DATA_WIDTH-1:0];
        flags <= next_flags;
    end
endmodule
```
==> results.yml <==
# yosys + openroad results
clocking:
  cts_sinks: 12
  cts.clk_slew.worst_paths_ns: 0.05
  cts_buffer_depth: 2
  clock_latency_ns: 0.24
  htree_levels: 1
  post_cts_resized: 0
  cts.hold.buffers_added: 0
  cts_tree: "done"
  post-cts-setup-buffers: 0
  cts_root_buf: "clkbuf_8"
  numCtsBuffers: 3
sta:
  maxSlewViolCount: 0
  finClkSkew_ns: 0.00157
  setup-tns-final_ns: 0
  max_freq_mhz: 222
  setup_viol: 0
  layout_min_cycle_time_ns: 4.51
  slew_headroom_pct: 44.0
  rsz0062_at_grt: "false"
  worst_pin_slew_ns: 0.839
  hold_viol_final: 0
  period_used_pct: 65.3
yosys:
  ys.flop_type: "edfxtp_1"
  edf_count: 8
  ys_seq_share_pct: 12.3
  async_flop_share_pct: 0
  synthDistinctLibCells: 66
  numSynthFlops: 12
  yosys_warnings: 0
  yosysCellCount: 347
  synth_area_sq_um: 2590
  syn_inst: 347
  yosysChipArea_sq_um: 2590
  syn_avg_cell_area_sq_um: 7.48
pwr:
  vdd_drop_max_uv: 141
  total_power_mw: 0.393
  cellLeakagePower_nw: 1.17
  p_per_area_nw_per_um2: 132
floorplan:
  core_sq_um: 6100
  die-area_sq_um: 6810
  dieHeight_um: 82.5
  dieWidth_um: 82.5
  rows: 28
  io_pins: 39
  fp_util_pct: 42.6
critical_path:
  crit_required_ns: 6.87
  start_kind: "input pin"
  cpLargestDelayFamily: "buffers and inverters"
  rrSetupSlack_ns: 4.54
  end_kind: "register"
  reg2reg_to: "result[4]"
  cp_cell_sequence: "clkdlybuf4s50_1 > inv_1 > ha_1 > a211o_1 > o21ai_2 > xnor2_2 > and3_1 > nand3_1 > mux2_1 > a22oi_1 > nand3_1"
  slowest_delay_ns: 0.62
  ff2ff_path_depth: 9
  crit_path_frequent_cell: "nand3_1"
  r2r-start: "flags[4]"
  crit_path_top_delay_cell: "clkdlybuf4s50_1"
  path_buffers: 2
  path_max_fanout: 13
  critical_path_arrival_ns: 4.47
  critical_path_class: "in -> reg"
drt:
  num_antenna_cells: 0
  drtIter0Drc: 191
  vias: 2710
  first_pass_iters: 5
  routedWlPerCell_um: 18.0
  drc_errors: 0
  vias_per_cell: 6.13
  wl_mm: 7.96
  detail-route-antenna-nets: 0
cells_and_area:
  final_common_cell: "clkdlybuf4s50_1"
  drive_gt1_share_pct: 5.18
  lay_top_cells: "clkdlybuf4s50_1, nand2_1, ha_1, nor2_1, inv_1"
  fin_util_pct: 48.9
  area_growth_pct: 14.9
  instances_no_fill: 442
grt:
  antenna_found_initial: 0
  grt_max_degree: 20
  grt_pass1_wl_mm: 13.0
  grt_pass1_vias: 2513
  gr-total-overflow: 0
  grt_usage_pct: 25.9
place:
  place_hpwl_mm: 6.55
  dp.cells: 438
  port_buffers: 33
  place_congestion: 0.961
hold_path:
  holdPathEnd: "result[0]"
  hold_path_depth: 3
  hp-start: "flags[4]"
  holdCritPathClass: "reg -> reg"
flow_run:
  drv_cap: 0
  warnings: 42
outcome:
  status: "complete, no violations"
==> synthesized netlist by cell type (4+ instances only) <==
| library cell | n | share of area (%) |
|---|---|---|
| nor2_1 | 27 | 3.9 |
| nor4_1 | 4 | 0.96 |
| clkbuf_1 | 8 | 1.2 |
| nor3_1 | 13 | 2.5 |
| nand2_1 | 32 | 4.6 |
| inv_1 | 26 | 3.8 |
| o21bai_1 | 7 | 2.0 |
| dfxtp_1 | 4 | 3.1 |
| nand4_1 | 7 | 1.7 |
| a221oi_1 | 8 | 2.7 |
| o21ai_0 | 14 | 2.7 |
| ha_1 | 28 | 14 |
| xnor2_1 | 12 | 4.1 |
| nor2b_1 | 5 | 1.2 |
| nand2b_1 | 4 | 0.96 |
| a21oi_1 | 11 | 2.1 |
| nand3_1 | 14 | 2.7 |
| o22ai_1 | 5 | 1.2 |
| xor2_1 | 9 | 3.0 |
| o21a_1 | 5 | 1.4 |
| and3_1 | 9 | 2.2 |
| buf_4 | 4 | 1.2 |
| nor3b_1 | 4 | 1.2 |
| edfxtp_1 | 8 | 9.3 |
| a2111oi_0 | 4 | 1.3 |
| a222oi_1 | 4 | 1.5 |
| buf_2 | 8 | 1.5 |
==> sequential cells by signal, indices dropped and copies added, names as in the netlist <==
| register | count |
|---|---|
| result | 8 |
| flags | 4 |
==> logic make-up after synthesis <==
kind of cell             count (synthesis)  synth area share, %
AND-OR/OR-AND                           96                 27.2
adder cells (fa/ha/maj)                 30                 15.0
other                                    1                0.145
AND/OR/NAND/NOR                        132                 26.0
buffers and inverters                   47                 8.05
flip-flops                              12                 12.3
XOR/XNOR                                25                 9.60
multiplexers                             4                 1.59
==> worst max path at each step <==
stage	end	from	cells past startpoint
after global routing	result[4]	operand_A[0]	12
after CTS	result[7]	operand_A[2]	11
final	result[7]	operand_A[2]	11
==> report_power, final <==
| part | internal, mW | switching, mW | leakage, nW |
|---|---|---|---|
| Clock | 0.0502 | 0.0233 | 0.0288 |
| Sequential | 0.0893 | 0.00272 | 0.110 |
| Combinational | 0.0962 | 0.131 | 1.03 |
| Total | 0.236 | 0.157 | 1.17 |
==> tightest hold or removal path, stage by stage (launching register included) <==
cell and delay [ns]:
dfxtp_1 0.40, ha_1 0.18, a221oi_1 0.08, o221ai_1 0.09
==> metrics by stage <==
stage | instance area [sq um] | hold WS [ns] | setup slack (ns)
floorplan | 2610 | 0.689 | 3.06
global placement | 2930 | 0.848 | 2.20
detailed placement | 2930 | 0.851 | 2.21
CTS | 2980 | 0.864 | 2.44
global route | 2980 | 0.895 | 2.14
finish | 2980 | 0.872 | 2.39
==> cell type report <==
cell class                      instances  area (sq um)
Tap cell                               75          93.8
Fill cell                             634          3110
Inverter                               26          97.6
Sequential cell                        12           320
Timing Repair Buffer                   34           338
Multi-Input combinational cell        291          2080
Clock buffer                            4          55.1
==> layer usage <==
layer | part of all wire (%) | vias to the layer above | GRT usage (%) | wire length (um)
li1 | - | 1325 | - | -
met1 | 46 | 1246 | 36.8 | 3630
met2 | 46 | 123 | 42.2 | 3620
met3 | 6.9 | 16 | 2.79 | 545
met4 | 2.0 | 0 | 6.21 | 158
met5 | 0 | - | 0 | 0
No activity file was given, so power comes from the tool's default toggle rates.
