`./design.v`:
```
// synopsys translate_off
`timescale 1ns / 1ns
// synopsys translate_on
package gate_boy_pkg;
    function integer clog2;
        input [31:0] value;
        integer i;
        begin
            clog2 = 32;
            for(i=31; i>0; i--) begin
                if (2**i >= value) begin
                    clog2 = i;
                end
            end
        end
    endfunction
    function integer cdiv;
        input [31:0] x;
        input [31:0] y;
        begin
            cdiv = (x + y - 1) / y;
        end
    endfunction
    localparam DATA_WIDTH = 8;
    localparam HALF_DATA_WIDTH = cdiv(DATA_WIDTH, 2);
    localparam OPCODE_WIDTH = 8;
    localparam ADDRESS_WIDTH = 16;
    localparam NUM_INSTRUCTIONS = 46;
    localparam INSTRUCTION_T_WIDTH = clog2(NUM_INSTRUCTIONS);
    localparam FLAG_WIDTH = 8;
    typedef enum logic [2:0] { 
        Z = 3'd7,
        N = 3'd6,
        H = 3'd5,
        C = 3'd4
    } flag_t;
    localparam NUM_ALU_OPS = 19;
    localparam ALU_OPS_T_WIDTH = clog2(NUM_ALU_OPS);
    typedef enum logic[ALU_OPS_T_WIDTH-1:0] { 
        ADD,
        INC,
        DEC,
        ADC,
        SUB,
        SBC,
        CP,
        AND,
        OR,
        XOR,
        RL,
        RLC,
        RR,
        RRC,      
        SL,
        SR,
        SRL
    } alu_ops_t;
    localparam NUM_IDU_OPS = 2;
    localparam IDU_OPS_T_WIDTH = clog2(NUM_IDU_OPS);
    typedef enum logic[IDU_OPS_T_WIDTH-1:0] { 
        INC16,
        DEC16
    } idu_ops_t;
endpackage
module idu (
    clk,     
    phi,     
    operand,
    opcode,
    result
);
    import gate_boy_pkg::*;
    input logic clk;
    input logic phi;  
    input logic [2*DATA_WIDTH-1:0] operand;
    input idu_ops_t opcode;
    output logic [2*DATA_WIDTH-1:0] result;
    logic [2*DATA_WIDTH-1:0] next_result;
    always_comb begin
        next_result = {1'b0, result};
        case (opcode)
            INC16: begin
                next_result = operand + 1'b1;  
            end DEC16: begin
                next_result = operand - 1'b1;  
            end
        endcase        
    end
    always_ff @(posedge phi) begin
        result <= next_result[2*DATA_WIDTH-1:0];
    end
endmodule
```
`./run.sh`:
```
#!/bin/bash
# OpenROAD 26Q1-2900-gdf79404cd8, Yosys 0.63+post, stock flow scripts
make -C /OpenROAD-flow-scripts/flow DESIGN_CONFIG=/design/flow/config.mk WORK_HOME=/design/flow/orfs finish
```
`./config.mk`:
```
export PLATFORM = sky130hd
export DESIGN_NAME = idu
export DESIGN_NICKNAME = idu
export VERILOG_FILES = /design/flow/design.v
export SDC_FILE = /design/flow/constraint.sdc
export NUM_CORES = 4
export LEC_CHECK = 1
export CORE_AREA = 10 10 97 97
export DIE_AREA = 0 0 107 107
export SYNTH_HDL_FRONTEND = slang
```
`./constraint.sdc`:
```
current_design idu

set clk_period 5.4
set clk_io_pct 0.2

create_clock -name clk0 -period $clk_period [get_ports {phi}]

set non_clock_inputs [all_inputs -no_clocks]
set_input_delay [expr $clk_period * $clk_io_pct] -clock clk0 $non_clock_inputs
set_output_delay [expr $clk_period * $clk_io_pct] -clock clk0 [all_outputs]
```
==> results.sh <==
# source this file to load flow results
export IMPL_power_per_cell_area_mw_per_mm2=248
export IMPL_async_reset_ff_share_pct=0
export IMPL_worstSetupPathType="in2reg"
export IMPL_finalCritPeriodShare_pct=65.0
export IMPL_core_mm2=0.00729
export IMPL_path_clk_slew_ps=60
export IMPL_use_met1_pct=5.06
export IMPL_netlist_area_leader_share_pct=30.3
export IMPL_worstSetupStartpointType="primary input"
export IMPL_holdWs_ps=1420
export IMPL_gr_total_overflow=0
export IMPL_cts_made_buffers=3
export IMPL_grt_pass1_vias=967
export IMPL_grt_busiest_layer="met2"
export IMPL_clockRootBuffer="clkbuf_8"
export IMPL_ys_area_mm2=0.00106
export IMPL_synth_cells=117
export IMPL_top_regs="result: 16 flops"
export IMPL_power_frac_seq_pct=38.8
export IMPL_portBuffers=33
export IMPL_gp_congestion=0.862
export IMPL_largest_reg_flops=16
export IMPL_clkPwrFrac_pct=22.2
export IMPL_chipArea_mm2=0.0114
export IMPL_yosysTopAreaCell="dfxtp_1"
export IMPL_rsz0062_at_grt="false"
export IMPL_cts_setup_buffers=0
export IMPL_pwr_share_comb_pct=38.9
export IMPL_use_met3_pct=0.606
export IMPL_setup_viol=0
export IMPL_viasPerCell=3.86
export IMPL_ioPinCount=35
export IMPL_vias=970
export IMPL_ctsResizeCount=0
export IMPL_area_growth_pct=46.5
export IMPL_antenna_cells=0
export IMPL_post_dp_hpwl_um=2350
export IMPL_edf_count=0
export IMPL_cp_data_required_time_ps=5520
export IMPL_flop_cell="dfxtp_1"
export IMPL_switching_share_pct=26.0
export IMPL_critPathCaptureType="flop"
export IMPL_cts_htree_levels=1
export IMPL_drt_first_pass_iters=4
export IMPL_hold_class="in2reg"
export IMPL_yosys_top_cells_area="dfxtp_1 30%, ha_1 17%, xnor2_1 8.3%, a21oi_1 8.0%, xor2_1 4.1%"
export IMPL_crit_path_max_fanout=16
export IMPL_ys_seq_share_pct=30.3
export IMPL_top_register="result"
export IMPL_antenna_found_initial=0
export IMPL_drive_gt1_share_pct=5.26
export IMPL_routed_wl_um=2730
export IMPL_cts_tree="yes"
export IMPL_grt_max_degree=17
export IMPL_synth_area_mm2=0.00106
export IMPL_min_period_ps=3510
export IMPL_post_route_util_pct=21.2
export IMPL_final_cell_mix="33 x clkdlybuf4s50_1, 17 x a21oi_1, 16 x dfxtp_1"
export IMPL_fmax_ghz=0.285
export IMPL_die_h_um=107
export IMPL_syn_avg_cell_area_um2=9.04
export IMPL_die_x_um=107
export IMPL_grt_pass1_wl_um=4400
export IMPL_cellLeakagePower_nw=0.602
export IMPL_ys_types=31
export IMPL_post_route_drc_count=0
export IMPL_slew_viol_final=0
export IMPL_maxSlewHeadroom_pct=54.2
export IMPL_cts_buffer_depth=2
export IMPL_ys_cells=117
export IMPL_hold_violations=0
export IMPL_drv_cap=0
export IMPL_lay_top_count="clkdlybuf4s50_1"
export IMPL_holdBufCountCts=0
export IMPL_clock_sinks=16
export IMPL_row_count=31
export IMPL_arrival_ps=3620
export IMPL_grt_use_met2_pct=8.78
export IMPL_ir_drop_mv=0.0586
export IMPL_ys_warnings_count=0
export IMPL_track_usage_pct=4.57
export IMPL_wire_per_inst_um=10.9
export IMPL_outcome="complete, no violations"
export IMPL_fp_utilization_pct=14.5
export IMPL_warnings=26
export IMPL_ys_flops=16
export IMPL_dr_first_iter_drc_count=27
export IMPL_internal_power_mw=0.284
export IMPL_tightest_slew_ps=685
export IMPL_ant_nets=0
export IMPL_net_switching_power_mw=0.0998
export IMPL_tns_ps=0
-- power groups by stage --
stage | registers, mW | clock network (mW) | logic (mW)
global route | 0.152 | 0.0951 | 0.167
CTS | 0.149 | 0.0903 | 0.153
finish | 0.149 | 0.0853 | 0.149
-- cell families (layout without fill, tap and decap cells) --
| kind of cell | after synthesis | after routing | share of synthesized area (%) |
|---|---|---|---|
| AOI/OAI and AO/OA | 40 | 40 | 25.6 |
| xor gates and xnor gates | 15 | 15 | 12.4 |
| adders and majority gates | 15 | 15 | 18.5 |
| buffers and inverters | 6 | 41 | 2.13 |
| DFF | 16 | 16 | 30.3 |
| muxes | 1 | 1 | 0.947 |
| and+or+nand+nor | 24 | 24 | 10.2 |
-- synth_stat cells (2+ instances only) --
library cell  count
o21ai_0           6
a21o_1            2
o21bai_1          2
o211ai_1          3
nand2_1           8
xnor2_1          10
xor2_1            5
inv_1             4
a21oi_1          17
nand3_1           5
dfxtp_1          16
nor3_1            3
nor2_1            5
ha_1             14
-- worst max-delay path: stages --
cell and delay [ps]:
clkdlybuf4s50_1 780, fa_1 610, a21o_4 240, a311oi_2 370, o21ai_1 160, a311oi_1 300, nor3_1 80
-- final timing paths --
check | cells after the start | startpoint | endpoint | slack (ps)
setup / recovery | 7 | opcode | result[10]$_DFF_P_ | 1890
hold / removal | 2 | operand[0] | result[0]$_DFF_P_ | 1420
-- cell type report --
type | count | area, um^2
fillers | 823 | 5740
repair buffers | 33 | 330
well taps | 99 | 124
inverters | 5 | 18.8
flip-flops and latches | 16 | 320
multi-input cells | 95 | 714
clock buffers | 3 | 41.3
-- metrics by stage --
step	power, mW	worst slack [ps]	instance area, um^2	std cells
after global routing	0.414	1710	1550	251
after global placement	0.303	1610	1510	248
after detailed placement	0.303	1600	1510	248
after CTS	0.392	1860	1550	251
final	0.383	1890	1550	251
after floorplan	0.222	2740	1060	117
-- metal layers --
layer	up-vias	part of all wire [%]
met5	-	0
li1	495	-
met1	449	40
met3	4	4.7
met2	22	53
met4	0	2.3
No activity file was given, so power comes from the tool's default toggle rates.
